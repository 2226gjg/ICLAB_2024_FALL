==> /design/flow/design.v <==
module CLK_1_MODULE (
    clk,
    rst_n,
    in_valid,
	in_row,
    in_kernel,
    out_idle,
    handshake_sready,
    handshake_din,
    flag_handshake_to_clk1,
    flag_clk1_to_handshake,
	fifo_empty,
    fifo_rdata,
    fifo_rinc,
    out_valid,
    out_data,
    flag_clk1_to_fifo,
    flag_fifo_to_clk1
);
input clk;
input rst_n;
input in_valid;
input [17:0] in_row;
input [11:0] in_kernel;
input out_idle;
output reg handshake_sready;
output reg [29:0] handshake_din;
input  flag_handshake_to_clk1;
output flag_clk1_to_handshake;
input fifo_empty;
input [7:0] fifo_rdata;
output reg fifo_rinc;
output reg out_valid;
output reg [7:0] out_data;
output flag_clk1_to_fifo;
input flag_fifo_to_clk1;
integer i;
reg [29:0]din_to_handshake_nxt[0:5],din_to_handshake_ff[0:5];
typedef enum reg[2:0]{IDLE=0 ,INPUT=1 ,SEND_HANDSHAKE=2 ,READ_FIFO=3}state;
state cur_state,nxt_state;
reg [2:0]counter_din;
reg fifo_rinc_delay1,fifo_rinc_delay2;
reg [7:0]counter_out;
always@(posedge clk or negedge rst_n)begin
    if(!rst_n)begin
        cur_state<=IDLE;        
    end
    else begin
        cur_state<=nxt_state;
    end
end
always@*begin
    nxt_state=cur_state;
    case(cur_state)
        IDLE:begin
            if(in_valid)
                nxt_state=INPUT;
            else 
                nxt_state=IDLE;
        end
        INPUT:begin
            if(!in_valid)
                nxt_state=SEND_HANDSHAKE;
            else 
                nxt_state=INPUT;
        end
        SEND_HANDSHAKE:begin
            if(counter_din==6)begin
                nxt_state=READ_FIFO;
            end
            else begin
                nxt_state=SEND_HANDSHAKE;
            end
        end
        READ_FIFO:begin
            if(counter_out==150)begin
                nxt_state=IDLE;
            end
            else begin
                nxt_state=READ_FIFO;
            end
        end
    endcase
end
always@(posedge clk or negedge rst_n)begin
    if(!rst_n)begin
        counter_din<=0;
    end
    else begin
        if(cur_state==SEND_HANDSHAKE)begin
            if(handshake_sready==1&&out_idle==0)begin
                counter_din<=counter_din+1;
            end
        end
        else begin
            counter_din<=0;
        end
    end
end
always@(posedge clk or negedge rst_n)begin
    if(!rst_n)begin
        counter_out<=0;
    end
    else begin
        case(cur_state)
            READ_FIFO:begin
                if(fifo_rinc_delay2)
                    counter_out<=counter_out+1;
                else 
                    counter_out<=counter_out;
            end
            default:begin
                counter_out<=0;
            end
        endcase
    end
end
always@(posedge clk or negedge rst_n)begin
    if(!rst_n)begin
        for(i=0;i<=5;i=i+1)begin
            din_to_handshake_ff[i]<=30'b0;
        end
    end
    else begin
        if(in_valid)begin
            din_to_handshake_ff[5]<={in_row,in_kernel};
            for(i=0;i<=4;i=i+1)begin
                din_to_handshake_ff[i]<=din_to_handshake_ff[i+1];
            end
        end
        else if(cur_state==SEND_HANDSHAKE)begin
            if(flag_handshake_to_clk1==1)begin
                din_to_handshake_ff[5]<=30'b0;
                for(i=0;i<=4;i=i+1)begin
                    din_to_handshake_ff[i]<=din_to_handshake_ff[i+1];
                end
            end
        end
    end
end
always@(posedge clk or negedge rst_n)begin
    if(!rst_n)begin
        handshake_sready<=0;
        handshake_din<=0;
    end
    else begin
        case(cur_state)
            SEND_HANDSHAKE:begin
                handshake_sready<=out_idle;
                if(out_idle)begin
                    handshake_din<=din_to_handshake_ff[0];
                end
                else begin
                    handshake_din<=handshake_din;
                end
            end
            default:begin
                handshake_sready<=0;
                handshake_din<=0;
            end
        endcase
    end
end
always@(*)begin
    if(cur_state==READ_FIFO)
        fifo_rinc=!fifo_empty;
    else begin
        fifo_rinc=0;
    end
end
always@(posedge clk or negedge rst_n)begin
    if(!rst_n)begin
        fifo_rinc_delay1<=0;
        fifo_rinc_delay2<=0;
    end
    else begin
        fifo_rinc_delay1<=fifo_rinc;
        fifo_rinc_delay2<=fifo_rinc_delay1;
    end
end
always@(posedge clk or negedge rst_n)begin
    if(!rst_n)begin
        out_valid<=0;
    end
    else begin
        if(nxt_state==READ_FIFO)begin
            if(fifo_rinc_delay2)
                out_valid<=1;
            else
                out_valid<=0;
        end
        else begin
            out_valid<=0;
        end
    end
end
always@(posedge clk or negedge rst_n)begin
    if(!rst_n)begin
        out_data<=0;
    end
    else begin
        if(nxt_state==READ_FIFO)begin
            if(fifo_rinc_delay2)
                out_data<=fifo_rdata;
            else
                out_data<=0;
        end
        else begin
            out_data<=0;
        end
    end
end
endmodule
module CLK_2_MODULE (
    clk,
    rst_n,
    in_valid,
    fifo_full,
    in_data,
    out_valid,
    out_data,
    busy,
    flag_handshake_to_clk2,
    flag_clk2_to_handshake,
    flag_fifo_to_clk2,
    flag_clk2_to_fifo
);
input clk;
input rst_n;
input in_valid;
input fifo_full;
input [29:0] in_data;
output reg out_valid;
output reg [7:0] out_data;
output reg busy;
input  flag_handshake_to_clk2;
output flag_clk2_to_handshake;
input  flag_fifo_to_clk2;
output flag_clk2_to_fifo;
integer i,j;
typedef enum reg[2:0]{IDLE=0 ,INPUT=1 ,CAL_OUT=2,WAIT=3}state;
state cur_state,nxt_state;
reg [2:0]counter_in;
reg [2:0]counter_row,counter_column,counter_channel;
reg [2:0] img_ff[0:5][0:5],img_nxt[0:5][0:5];
reg [2:0] kernel_ff[0:5][0:3],kernel_nxt[0:5][0:3];
reg [7:0]ans;
reg fifo_full_delay1;
always@(posedge clk or negedge rst_n)begin
    if(!rst_n)begin
        cur_state<=IDLE;        
    end
    else begin
        cur_state<=nxt_state;
    end
end
always@*begin
    nxt_state=cur_state;
    case(cur_state)
        IDLE:begin
            if(in_valid)
                nxt_state=INPUT;
            else 
                nxt_state=IDLE;
        end
        INPUT:begin
            if(in_valid&&counter_in==5)
                nxt_state=CAL_OUT;
            else 
                nxt_state=INPUT;
        end
        CAL_OUT:begin
            if(counter_channel==6)
                nxt_state=IDLE;
            else 
                nxt_state=CAL_OUT;
        end
    endcase
end
always@(*)begin
    if(cur_state==CAL_OUT)begin
        busy=1;
    end
    else begin
        busy=0;
    end
end
always@(posedge clk or negedge rst_n)begin
    if(!rst_n)begin
        counter_in<=0;
    end
    else begin
        case(cur_state)
            IDLE:begin
                if(in_valid)begin
                    counter_in<=counter_in+1;
                end
                else begin
                    counter_in<=0;
                end
            end
            INPUT:begin
                if(in_valid)begin
                    counter_in<=counter_in+1;
                end
            end
            CAL_OUT:begin
                counter_in<=0;
            end
        endcase
    end
end
always@(posedge clk or negedge rst_n)begin
    if(!rst_n)begin
        counter_row<=0;
        counter_column<=0; 
        counter_channel<=0;
    end
    else begin
        case(cur_state)
            IDLE,INPUT:begin
                counter_row<=0;
                counter_column<=0; 
                counter_channel<=0;
            end
            CAL_OUT:begin
                if(!fifo_full)begin
                    if(counter_column==4&&counter_row==4)begin
                        counter_row<=0;
                        counter_channel<=counter_channel+1;
                    end
                    else if(counter_column==4)begin
                        counter_row<=counter_row+1;
                    end
                    counter_column<=(counter_column==4)?0:counter_column+1; 
                end
            end
        endcase
    end
end 
always@(posedge clk or negedge rst_n)begin
    if(!rst_n)begin
        for(i=0;i<=5;i++)begin
            for(j=0;j<=5;j++)begin
                img_ff[i][j]<=0;
            end
        end
    end
    else begin
        for(i=0;i<=5;i++)begin
            for(j=0;j<=5;j++)begin
                img_ff[i][j]<=img_nxt[i][j];
            end
        end
    end
end
always@(*)begin
    for(i=0;i<=5;i++)begin
        for(j=0;j<=5;j++)begin
            img_nxt[i][j]=img_ff[i][j];
        end
    end
    case(cur_state)
        IDLE:begin
            if(in_valid)begin
                img_nxt[counter_in][0]=in_data[14:12];
                img_nxt[counter_in][1]=in_data[17:15];
                img_nxt[counter_in][2]=in_data[20:18];
                img_nxt[counter_in][3]=in_data[23:21];
                img_nxt[counter_in][4]=in_data[26:24];
                img_nxt[counter_in][5]=in_data[29:27];
            end
            else begin
                for(i=0;i<=5;i++)begin
                    for(j=0;j<=5;j++)begin
                        img_nxt[i][j]=0;
                    end
                end
            end
        end
        INPUT:begin
            if(in_valid)begin
                img_nxt[counter_in][0]=in_data[14:12];
                img_nxt[counter_in][1]=in_data[17:15];
                img_nxt[counter_in][2]=in_data[20:18];
                img_nxt[counter_in][3]=in_data[23:21];
                img_nxt[counter_in][4]=in_data[26:24];
                img_nxt[counter_in][5]=in_data[29:27];
            end
        end
    endcase
end
always@(posedge clk or negedge rst_n)begin
    if(!rst_n)begin
        for(i=0;i<=5;i++)begin
            for(j=0;j<=3;j++)begin
                kernel_ff[i][j]<=0;
            end
        end
    end
    else begin
        for(i=0;i<=5;i++)begin
            for(j=0;j<=3;j++)begin
                kernel_ff[i][j]<=kernel_nxt[i][j];
            end
        end
    end
end
always@*begin
    for(i=0;i<=5;i++)begin
        for(j=0;j<=3;j++)begin
            kernel_nxt[i][j]=kernel_ff[i][j];
        end
    end
    case(cur_state)
        IDLE:begin
            if(in_valid)begin
                kernel_nxt[counter_in][0]=in_data[2:0];
                kernel_nxt[counter_in][1]=in_data[5:3];
                kernel_nxt[counter_in][2]=in_data[8:6];
                kernel_nxt[counter_in][3]=in_data[11:9];
            end
            else begin
                for(i=0;i<=5;i++)begin
                    for(j=0;j<=3;j++)begin
                        kernel_nxt[i][j]=0;
                    end
                end
            end
        end
        INPUT:begin
            if(in_valid)begin
                kernel_nxt[counter_in][0]=in_data[2:0];
                kernel_nxt[counter_in][1]=in_data[5:3];
                kernel_nxt[counter_in][2]=in_data[8:6];
                kernel_nxt[counter_in][3]=in_data[11:9];
            end
        end
    endcase
end
always@(posedge clk)begin
    fifo_full_delay1<=fifo_full;
end
always@(*)begin
    ans=img_ff[counter_row][counter_column]*kernel_ff[counter_channel][0]+img_ff[counter_row][counter_column+1]*kernel_ff[counter_channel][1]+ img_ff[counter_row+1][counter_column]*kernel_ff[counter_channel][2] + img_ff[counter_row+1][counter_column+1]*kernel_ff[counter_channel][3];
    out_data=ans;
    out_valid=(!fifo_full&&cur_state==CAL_OUT);
end
endmodule
==> /design/flow/run.sh <==
#!/bin/bash
# OpenROAD 26Q1-2900-gdf79404cd8, Yosys 0.63+post, stock flow scripts
make -C /OpenROAD-flow-scripts/flow DESIGN_CONFIG=/design/flow/config.mk WORK_HOME=/design/flow/orfs finish
==> /design/flow/config.mk <==
export PLATFORM = sky130hd
export DESIGN_NAME = CLK_1_MODULE
export DESIGN_NICKNAME = CLK_1_MODULE
export VERILOG_FILES = /design/flow/design.v
export SDC_FILE = /design/flow/constraint.sdc
export NUM_CORES = 4
export LEC_CHECK = 1
export CORE_UTILIZATION = 30
==> /design/flow/constraint.sdc <==
current_design CLK_1_MODULE

set clk_period 19.6
set clk_io_pct 0.2

create_clock -name clk0 -period $clk_period [get_ports {clk}]

set non_clock_inputs [all_inputs -no_clocks]
set_input_delay [expr $clk_period * $clk_io_pct] -clock clk0 $non_clock_inputs
set_output_delay [expr $clk_period * $clk_io_pct] -clock clk0 [all_outputs]
==> run_results.csv <==
group,metric,value,unit
place,portBuffers,84,
final_timing,relSlewSlack,46.6,%
global_routing,grt_start_max_net_pins,83,
final_timing,slew_violations,0,
global_routing,grt_pass1_wl,25900,um
synth,area_leaders,"dfrtp_1, mux2_2, mux2_1, mux2i_1, a22o_1",
clocking,numClockSinks,237,
synth,avgSynthCellArea,15.0,sq um
outcome,status,"finished clean",
worst_setup_path,crit_path_start,"fifo_empty",
global_routing,grt_pass1_vias,4920,
final_timing,fmax,113,MHz
worst_setup_path,critPathLaunchType,"input port",
synth,synth_area,0.00900,sq mm
routing,drt-total-wl,14900,um
floorplan,dieHeight,175,um
global_routing,grt_usage,10.7,%
final_timing,finalHoldViolCount,0,
synth,synth_cells,598,
min_path,hp-class,"reg -> reg",
routing,drtIter0Drc,191,
floorplan,die_area,0.0307,sq mm
worst_setup_path,path_class,"in -> out",
final_timing,fin_crit_sh,45.1,%
worst_setup_path,crit_end,"fifo_rinc",
worst_setup_path,reg2reg_from,"cur_state[1]",
final_timing,rsz0062_at_grt,"false",
worst_setup_path,regToRegSetupSlack,16250,ps
synth,yosys-stat-cells,598,
layout,syn2layout_area_growth,23.0,%
worst_setup_path,r2r-end,"din_to_handshake_ff[4][25]",
flow_run,warning_count,28,
routing,final_antenna_net_count,0,
pwr,p_per_area,107,mW/mm^2
synth,top_cell_area_share,65.6,%
routing,viasPerCell,4.39,
final_timing,worst_pin_slew,801,ps
clocking,cts-resized-gates,0,
worst_setup_path,end_kind,"output pin",
clocking,worstSkewPairLatency,520,ps
floorplan,core_area,0.0296,sq mm
final_timing,setup_viol,0,
floorplan,ioPinCount,88,
place,gp_congestion,0.772,
floorplan,fp_util,30.4,%
clocking,clk_pin_slew,60,ps
pwr,p_leak,4.86,nW
worst_setup_path,crit_required,15680,ps
routing,drcViolationCount,0,
clocking,cts_setup_buffers,0,
routing,num_vias,4807,
final_timing,clock_skew,13.2,ps
clocking,cts_buffer_depth,3,
clocking,cts_tree,"built",
clocking,h-tree-depth,1,
floorplan,fp-row-count,63,
worst_setup_path,worst_ep_arrival_time,4910,ps
pwr,max-vdd-ir-drop,0.0697,mV
synth,top_area_cell,"dfrtp_1",
clocking,ctsHoldBuffers,0,
routing,wl_per_cell,13.7,um
layout,drive_above_1_share,19.2,%
clocking,cts_buffers,26,
clocking,ctsRootBufferMaster,"clkbuf_16",
place,hpwl,8810,um
synth,ys_types,32,
floorplan,die_x,175,um
synth,ys_seq_share,65.9,%
final_timing,final.setup.tns,0,ps
routing,first_pass_iters,4,
worst_setup_path,reg2reg_depth,5,
final_timing,finalCriticalPeriod,8830,ps
global_routing,grt-ovfl-total,0,
flow_run,drv_cap,0,
synth,ys_warn_count,4,
worst_setup_path,critPathMaxFanout,2,
synth,yosys_area,0.00900,sq mm
synth,synth_flops,237,
global_routing,antenna_found_initial,1,
layout,final_core_util,37.4,%
[stage by stage]
stage               hold slack (ps)  area (sq um)  total power, W  instances  setup slack (ps)
finish                          350         11100         0.00118       1094             10770
global route                    380         11100         0.00125       1093             10700
CTS                             352         11100         0.00121       1093             10750
detailed placement              343         10200        0.000715       1045             10760
global placement                347         10200        0.000709       1045             10760
floorplan                       331          9000        0.000675        599             11700
[state kept, by name, summed over array words and instances, names as in the netlist]
| register | cells |
|---|---|
| din_to_handshake_ff | 180 |
| handshake_din | 30 |
| counter_out | 8 |
| out_data | 8 |
| cur_state | 4 |
| counter_din | 3 |
| fifo_rinc_delay1 | 1 |
| fifo_rinc_delay2 | 1 |
| handshake_sready | 1 |
| out_valid | 1 |
[how the worst min path moves through the flow]
stage	from	to	depth (start not counted)
after CTS	fifo_rinc_delay1	fifo_rinc_delay2	0
after global routing	fifo_rinc_delay1	fifo_rinc_delay2	0
final	fifo_rinc_delay1	fifo_rinc_delay2	0
[cell type report]
| class | instances | area [sq um] |
|---|---|---|
| fillers | 2774 | 18500 |
| flip-flops and latches | 237 | 5930 |
| multi-input cells | 318 | 2840 |
| repair buffers | 94 | 911 |
| clock buffers | 39 | 761 |
| well taps | 390 | 488 |
| clock inverters | 9 | 103 |
| inverters | 6 | 22.5 |
| diodes | 1 | 2.50 |
[worst max-delay path, cell delays in order]
cell and delay (ps):
clkdlybuf4s50_1 400, nor2_1 120, clkdlybuf4s50_1 480
[cells in the mapped netlist (all sizes together)]
library cell,count
a22o,32
o31ai,1
o21a,1
xnor2,2
a21oi,5
clkbuf,11
dfrtp,236
or4,1
ha,4
and2,1
inv,4
o22ai,10
a211oi,2
mux2,150
or3,2
nand4,2
mux2i,30
nor2b,1
dfstp,1
buf,27
nor4,1
nand3,18
o21ai,2
clkinv,2
xor2,4
nor2,39
conb,1
nand3b,2
nand2,6
[report_power, final]
part | total (W) | internal (W) | switching [W]
Sequential | 0.000599 | 0.000564 | 0.0000343
Combinational | 0.000104 | 0.0000646 | 0.0000395
Clock | 0.000480 | 0.000294 | 0.000186
Total | 0.00118 | 0.000923 | 0.000259
[cells in the final DEF, fill, tap and decap left out, drive strengths merged, types with 4 or more instances in the layout]
cell | netlist | routed
dfrtp | 236 | 236
mux2 | 150 | 150
clkdlybuf4s50 | 0 | 81
nor2 | 39 | 39
clkbuf | 11 | 39
a22o | 32 | 32
mux2i | 30 | 30
nand3 | 18 | 18
buf | 27 | 13
o22ai | 10 | 10
clkinv | 2 | 9
nand2 | 6 | 6
a21oi | 5 | 5
inv | 4 | 4
xor2 | 4 | 4
ha | 4 | 4
[cells by family after synthesis]
logic type | synth area share, %
mux | 22.1
buf+inv | 2.49
fa+ha+maj | 0.556
simple gates | 3.62
other cells | 0.0417
compound gates | 4.66
flops | 65.9
xor+xnor | 0.584
[routing by layer]
layer  GRT usage, %  vias to the layer above  part of all wire, %  wire (um)
met5              0                        -                    0          0
met4           2.32                        0                  2.5        371
met3           2.82                       27                  7.2       1070
met2           14.1                      102                   40       5910
met1           18.0                     2370                   51       7590
li1               -                     2308                    -          -
No activity file was given, so power comes from the tool's default toggle rates.
