$ cat config.mk
export PLATFORM = sky130hd
export DESIGN_NAME = BB
export DESIGN_NICKNAME = BB
export VERILOG_FILES = /design/flow/design.v
export SDC_FILE = /design/flow/constraint.sdc
export NUM_CORES = 4
export LEC_CHECK = 1
export CORE_UTILIZATION = 50
$ cat design.v
module BB(
    input clk,
    input rst_n,
    input in_valid,
    input [1:0] inning,    
    input half,            
    input [2:0] action,    
    output reg out_valid,   
    output reg [7:0] score_A,   
    output reg [7:0] score_B,   
    output reg [1:0] result     
);
typedef enum reg[2:0]{IDLE=3'b000,TOP = 3'b001,BOTTOM = 3'b010,BOTTOM_NOMATTER = 3'b011,OUT = 3'b100}state;
state cur_state,nxt_state;
reg Base1_ff,Base2_ff,Base3_ff,Base1_nxt,Base2_nxt,Base3_nxt;
reg [7:0] score_A_nxt,score_B_nxt,score_A_ff,score_B_ff,score_A_comb,score_B_comb;
reg [2:0] grade;
reg [1:0] out_num_ff,out_num_nxt;
reg [2:0] action_ff;
reg out_valid_comb;
reg [1:0]result_comb;
always @(posedge clk, negedge rst_n) begin
    if(!rst_n) begin
        cur_state<=IDLE;
        Base1_ff<=0;
        Base2_ff<=0;
        Base3_ff<=0;
        out_num_ff<=0;
        action_ff<=0;
        score_A_ff<=0;
        score_B_ff<=0;
        out_valid<=0;
        result<=0;
        score_A<=0;
        score_B<=0;
    end
    else begin
        cur_state<=nxt_state;
        Base1_ff<=Base1_nxt;
        Base2_ff<=Base2_nxt;
        Base3_ff<=Base3_nxt;
        out_num_ff<=out_num_nxt;
        action_ff<=action;
        score_A_ff<=score_A_nxt;
        score_B_ff<=score_B_nxt;
        out_valid<=out_valid_comb;
        result<=result_comb;
        score_A<=score_A_nxt;
        score_B<=score_B_nxt;
    end
end
always@*begin    
    case(cur_state)
        IDLE: begin
            if(in_valid)begin
                nxt_state=TOP;
            end
            else begin
                nxt_state=cur_state;
            end
        end
        TOP: begin
            if(half==1&&inning==3&&score_A_nxt<score_B_nxt)begin
                nxt_state=BOTTOM_NOMATTER;
            end
            else if(half==1)begin
                nxt_state=BOTTOM;
            end
            else begin
                nxt_state=cur_state;
            end
        end
        BOTTOM: begin
            if(in_valid==1&&half==0)begin
                nxt_state=TOP;
            end
            else if(!in_valid)begin
                nxt_state=OUT;
            end
            else begin
                nxt_state=cur_state;
            end
        end
        BOTTOM_NOMATTER: begin
            if(in_valid)begin
                nxt_state=cur_state;
            end
            else begin
                nxt_state=OUT;
            end
        end
        OUT: begin
            nxt_state=IDLE;
        end
        default: begin
            nxt_state=cur_state;
        end
    endcase
end
always@*begin
    if(cur_state==IDLE||cur_state==OUT)begin
        Base1_nxt = 0;
        Base2_nxt = 0;
        Base3_nxt = 0;
        out_num_nxt = 0;
        grade=0;
    end
    else begin
        Base1_nxt = Base1_ff;
        Base2_nxt = Base2_ff;
        Base3_nxt = Base3_ff;
        grade=0;
        out_num_nxt = out_num_ff;
        if(action_ff==3'd0)begin  
            Base1_nxt=1;  
            if(Base1_ff==1)begin 
                if(Base2_ff==0)begin 
                    Base2_nxt = 1;
                    Base3_nxt = Base3_ff;
                end
                else begin 
                    if(Base3_ff==0)begin 
                        Base2_nxt = 1;
                        Base3_nxt = 1;
                    end
                    else begin 
                        grade=1;
                        Base2_nxt = 1;
                        Base3_nxt = 1;
                    end
                end
            end 
            else begin 
                Base2_nxt = Base2_ff;
                Base3_nxt = Base3_ff;
            end
        end
        else if(action_ff==3'd1)begin  
            Base1_nxt=1;
            if(out_num_ff==2)begin  
                Base2_nxt=0;
                Base3_nxt=Base1_ff;
                grade=Base3_ff+Base2_ff;
            end
            else begin  
                Base2_nxt=Base1_ff;
                Base3_nxt=Base2_ff;
                grade=Base3_ff;
            end
        end
        else if(action_ff==3'd2)begin  
            Base1_nxt=0;
            Base2_nxt=1;
            if(out_num_ff==2)begin
                Base3_nxt=0;
                grade=Base1_ff+Base2_ff+Base3_ff;
            end
            else begin
                Base3_nxt=Base1_ff;
                grade=Base2_ff+Base3_ff;
            end
        end
        else if(action_ff==3'd3)begin  
            Base1_nxt=0;
            Base2_nxt=0;
            Base3_nxt=1;
            grade=Base1_ff+Base2_ff+Base3_ff;
        end
        else if(action_ff==3'd4)begin  
            Base1_nxt=0;
            Base2_nxt=0;
            Base3_nxt=0;
            grade=Base1_ff+Base2_ff+Base3_ff+1;
        end
        else if(action_ff==3'd5)begin  
            Base1_nxt=0;
            Base2_nxt=Base1_ff;
            Base3_nxt=Base2_ff;
            out_num_nxt=out_num_ff+1;
            grade=Base3_ff;
        end
        else if(action_ff==3'd6)begin  
            if(out_num_ff==0)begin
                Base1_nxt=0;
                Base2_nxt=0;
                Base3_nxt=Base2_ff;
                grade=Base3_ff;
                out_num_nxt=1+Base1_ff;
            end
            else if(out_num_ff==1)begin
                if(Base1_ff==0)begin
                    out_num_nxt=2;
                    Base1_nxt=0;
                    Base2_nxt=0;
                    Base3_nxt=Base2_ff;
                    grade=Base3_ff;
                end
                else begin
                    out_num_nxt=0;
                    Base1_nxt=0;
                    Base2_nxt=0;
                    Base3_nxt=0;
                    grade=0;
                end
            end
            else begin
                out_num_nxt=0;
                Base1_nxt=0;
                Base2_nxt=0;
                Base3_nxt=0;
                grade=0;
            end
        end
        else if(action_ff==3'd7)begin  
            Base1_nxt=Base1_ff;
            Base2_nxt=Base2_ff;
            Base3_nxt=0;
            if(out_num_ff==0||out_num_ff==1)begin 
                grade=Base3_ff;
                out_num_nxt=out_num_ff+1;
            end
            else begin
                Base1_nxt=0;
                Base2_nxt=0;
                Base3_nxt=0;
                grade=0;
                out_num_nxt=0;
            end
        end
    end
end
always@*begin
    case(cur_state)
        TOP:begin
            score_A_nxt=score_A_ff+grade;
            score_B_nxt=score_B_ff;
        end
        BOTTOM_NOMATTER:begin
            score_B_nxt=score_B_ff;
            score_A_nxt=score_A_ff;
        end
        BOTTOM:begin
            score_B_nxt=score_B_ff+grade;
            score_A_nxt=score_A_ff;
        end
        default:begin
            score_A_nxt=0;
            score_B_nxt=0;
        end
    endcase
end
always@*begin
    if(nxt_state==OUT)begin
        out_valid_comb=1;
        if(score_A_nxt<score_B_nxt)begin
            result_comb = 1;
        end
        else if(score_A_nxt>score_B_nxt)begin
            result_comb=0;
        end
        else begin
            result_comb=2;
        end
    end
    else begin
        out_valid_comb=0;
        result_comb=0;
    end
end
endmodule
$ cat constraint.sdc
current_design BB

set clk_period 6.4
set clk_io_pct 0.2

create_clock -name clk0 -period $clk_period [get_ports {clk}]

set non_clock_inputs [all_inputs -no_clocks]
set_input_delay [expr $clk_period * $clk_io_pct] -clock clk0 $non_clock_inputs
set_output_delay [expr $clk_period * $clk_io_pct] -clock clk0 [all_outputs]
$ cat run.sh
#!/bin/bash
# OpenROAD 26Q1-2900-gdf79404cd8, Yosys 0.63+post, stock flow scripts
make -C /OpenROAD-flow-scripts/flow DESIGN_CONFIG=/design/flow/config.mk WORK_HOME=/design/flow/orfs finish
==> flow_summary.ini <==
; implementation run metrics
[global_route]
grt_pass1_wl_um = 8910
grt_remaining_overflow = 0
grt_pass1_vias = 1845
track_usage_pct = 23.7
grt_max_degree = 33
antenna_found_initial = 0

[placed_design]
placed_area_mm2 = 0.00257
place_inst = 318
dp_hpwl_um = 3680
io_buffers = 27
place_congestion = 0.873

[setup_path]
r2r-end = result[1]
rr_startpoint = Base1_ff
endpoint_kind = flip-flop
critPathMaxFanout = 9
startpoint_type = flip-flop
cp.arrival_ns = 4.57
path_class = reg2reg
rrSetupSlack_ns = 1.98
reg2regPathDepth = 16
worstPathRequired_ns = 6.55

[floorplan]
die_w_um = 69.6
rows = 24
io_pins = 28
core_mm2 = 0.00438
fp-utilization_pct = 52.2
die_h_um = 69.6
die_area_mm2 = 0.00485

[drt]
num_vias = 1872
postRouteAntennaNets = 0
wl_per_cell_um = 15.6
drt_pass1_iterations = 4
drt-vias-per-instance = 5.74
routed_wl_um = 5080
diodes = 0
drc = 0
drtIter0Drc = 139

[sta]
final.setup.tns_ns = 0
max_freq_mhz = 226
worst_pin_slew_ns = 0.692
max_slew_margin_pct = 53.9
finalCritPeriodShare_pct = 69.0
grt_setup_unrepaired = no
setup_viol = 0
hold_viol = 0
fin_crit_ns = 4.42
fin_worst_skew_ns = 0.00452
timing.final.max_slew_violations = 0

[yosys]
yosys-top-cells-area = dfrtp_1 34%, ha_1 13%, nand2_1 3.4%
yosys.stat.seqShare_pct = 35.1
ff_type = dfrtp_1
top_cell = dfrtp_1
yosys.area.top_type = dfrtp_1
ys_async_sr_fraction_pct = 100
ys_cells = 249
postSynthCellCount = 249
yosysWarningCount = 1
synth.distinct_cells = 46
ys_area_mm2 = 0.00229
synth_top_area_share_pct = 33.9
numSynthFlops = 32
syn_area_mm2 = 0.00229
syn_avg_cell_area_um2 = 9.19
yosys-top-cells-count = 31 x dfrtp_1, 23 x ha_1, 21 x nand2_1
edf_count = 0

[cts]
cts_resized = 0
cts_sinks = 32
clock-root-buffer = clkbuf_8
clk_latency_ns = 0.28
cts_inserted_buffers = 5
post_cts_buffers = 0
cts_tree = done
cts_buffer_depth = 2
h-tree-depth = 2
clk_pin_slew_ns = 0.07
postCtsHoldBufs = 0

[worst_hold_path]
min_path_cells = 1
min_to = cur_state[0]
hold_start = cur_state[1]
hold_path_class = reg2reg

[cells_and_area]
post-route-cell-area_mm2 = 0.00266
drive_gt1_share_pct = 5.11
fin_cells = 326
seq_area_um2 = 802
logic_area_mm2 = 0.00134
area_growth_pct = 16.4
fillers = 373

[pwr]
power_density_mw_per_mm2 = 236
leakagePower_nw = 1.18
peakVddDrop_mv = 0.162

[job]
max-cap-violations = 0
stage_log_warnings = 31

[status]
run_status = finished, final reports clean
==> power breakdown <==
group | switching [mW] | total, mW | internal [mW]
registers | 0.0297 | 0.252 | 0.222
logic | 0.119 | 0.213 | 0.0937
clock network | 0.0756 | 0.163 | 0.0874
total | 0.224 | 0.628 | 0.403
==> layout make-up <==
class / instances / area share (%)
multi-input cells: 185 / 50.5
repair buffers: 28 / 10.4
clock inverters: 1 / 0.282
flip-flops and latches: 32 / 30.1
clock buffers: 7 / 3.24
inverters: 21 / 2.96
well taps: 52 / 2.44
==> per-layer routing <==
metal	routed length (µm)	vias to the layer above	GRT usage, %
met3	138	9	2.65
met4	85	0	3.78
met1	2400	893	38.0
met5	0	-	0
li1	-	942	-
met2	2450	28	37.2
==> cells in the final DEF (no fill, tap or decap), types with 9 or more instances in the layout <==
| master | Yosys | layout |
|---|---|---|
| nor2_1 | 14 | 14 |
| ha_1 | 23 | 23 |
| dfrtp_1 | 31 | 31 |
| a22oi_1 | 9 | 9 |
| a21oi_1 | 15 | 15 |
| clkdlybuf4s50_1 | 0 | 27 |
| inv_1 | 20 | 20 |
| o21ai_0 | 15 | 15 |
| nand2_1 | 21 | 21 |
==> cell families (layout without fill, tap and decap cells) <==
| group | Yosys count | count (layout) | synth area share [%] |
|---|---|---|---|
| DFF | 32 | 32 | 35.1 |
| xor gates and xnor gates | 12 | 12 | 4.60 |
| adders and majority gates | 26 | 26 | 15.2 |
| buffers and inverters | 32 | 57 | 6.18 |
| muxes | 3 | 3 | 1.37 |
| AOI/OAI and AO/OA | 80 | 80 | 24.0 |
| and+or+nand+nor | 64 | 64 | 13.6 |
==> stage by stage <==
step                utilization, %  hold WS (ns)  setup WS [ns]  power [mW]
floorplan                        -         0.443           2.42       0.404
global placement              58.6         0.457           2.12       0.469
detailed placement            58.6         0.465           2.04       0.468
CTS                           60.7         0.477           1.97       0.635
global route                  60.7         0.507           1.59       0.677
finish                        60.7         0.474           1.98       0.628
==> flip-flops by register name, summed over array words and instances, names as in the netlist <==
name        flops
action_ff       3
Base1_ff        1
out_valid       1
cur_state       5
Base3_ff        1
result          2
score_A         8
score_B_ff      8
out_num_ff      2
Base2_ff        1
==> worst max-delay path: stages (launching register included) <==
cell,delay [ns]
dfrtp_1,0.47
inv_1,0.18
fa_1,0.58
nand2_1,0.05
a32o_1,0.26
a2111oi_2,0.37
ha_1,0.27
inv_1,0.06
fa_1,0.40
nor2b_1,0.17
o2111ai_1,0.14
xnor2_1,0.22
a22oi_1,0.11
ha_1,0.33
nand2_1,0.05
o21a_1,0.21
a2111oi_0,0.40
==> how the worst max path moves through the flow <==
| stage | slack (ns) | start | end |
|---|---|---|---|
| after CTS | 1.97 | Base1_ff | result[1] |
| after global routing | 1.59 | Base1_ff | result[1] |
| final | 1.98 | Base1_ff | result[1] |
Power figures rest on the tool's default switching activity, not on a simulated workload.
